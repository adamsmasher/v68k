<file path="run.sh">
#!/bin/bash
# OpenROAD 26Q1-2900-gdf79404cd8, Yosys 0.63+post, stock flow scripts
make -C /OpenROAD-flow-scripts/flow DESIGN_CONFIG=/design/flow/config.mk WORK_HOME=/design/flow/orfs finish
</file>
<file path="config.mk">
export PLATFORM = sky130hd
export DESIGN_NAME = Alu
export DESIGN_NICKNAME = Alu
export VERILOG_FILES = /design/flow/design.v
export SDC_FILE = /design/flow/constraint.sdc
export NUM_CORES = 4
export LEC_CHECK = 1
export CORE_UTILIZATION = 30
</file>
<file path="constraint.sdc">
current_design Alu

set clk_period 8.9
set clk_io_pct 0.2

create_clock -name clk0 -period $clk_period

set non_clock_inputs [all_inputs -no_clocks]
set_input_delay [expr $clk_period * $clk_io_pct] -clock clk0 $non_clock_inputs
set_output_delay [expr $clk_period * $clk_io_pct] -clock clk0 [all_outputs]
</file>
<file path="design.v">
module Alu #(parameter bits=16) (
  input [bits-1:0] A,
  input [bits-1:0] B,
  output [bits-1:0] O,
  input [2:0] op,
  input X,
  output C,
  output Z,
  output V,
  output N
);
localparam
  ADD = 3'b000,
  SUB = 3'b001,
  AND = 3'b010,
  OR  = 3'b011,
  XOR = 3'b100;
reg [bits:0] result;
always @(*) begin
  case(op)
    ADD: result <= A + B + X;
    SUB: result <= A - B - X;
    AND: result <= A & B;
    OR: result <= A | B;
    XOR: result <= A ^ B;
    default: result <= A;  
  endcase
end
assign O = result[bits-1:0];
assign C = result[bits];
assign Z = ~|O;
assign V = (A[bits-1] == B[bits-1]) && (B[bits-1] != O[bits-1]);
assign N = O[bits-1];
endmodule
</file>
==> flow_summary_export.csv <==
group,metric,value,unit
critical_path,required,7120,ps
finish,seq_cells,0,
yosys,synth.yosys.num_cells,446,
critical_path,crit_path_end_kind,"primary output",
min_path,worst_hold_path.endpoint,"O[13]",
final_timing,clock.fmax,0.126,GHz
route,insertedDiodeCount,0,
min_path,worstHoldPathType,"input pin to primary output",
clocking,post_cts_resized,0,
finish,clockBufferCount,0,
final_timing,period_used_share,89.0,%
final_timing,final_max_slew_violation_count,0,
die,dieHeight,105,µm
grt,grt_overflow_total,0,
final_timing,max_slew_headroom_at_the_worst_pin,37.9,%
critical_path,setup.worst_path.class,"input pin to primary output",
yosys,yosys_area,3180,µm²
final_timing,totalNegativeSetupSlack,0,ps
final_timing,report.final.hold_viol_count,0,
pwr,power,0.000272,W
critical_path,worstSetupStartpointType,"input pin",
final_timing,final_period_minus_worst_setup_slack,7920,ps
yosys,seq_area_frac_synth,0,%
yosys,synthMostInstantiatedCell,"ha_1",
pwr,irDropWorstVdd,34.5,µV
min_path,min-delay-start,"A[13]",
die,core_util_floorplan,30.9,%
grt,grt_max_degree,36,
grt,grt_pass1_vias,3150,
route,drt-initial-drc-count,223,
grt,grt.total_usage,18.1,%
placed_design,io_buffer_count,56,
finish,flop_area,0,µm²
pwr,power-per-cell-area,71.2,nW/µm²
placed_design,gp_congestion,0.952,
yosys,synth.avg_cell_area,7.13,µm²
route,antenna_violating_nets_left,0,
route,vias,3395,
clocking,post_cts.repair.setup_buffers,0,
status,outcome,"finished, final reports clean",
yosys,synth.top_cells.by_area,"ha_1 (24%), inv_1 (6.5%), o21ai_0 (6.5%)",
grt,grt_first_pass_wirelength,16000,µm
critical_path,cp.arrival,6140,ps
grt,antenna_found_initial,0,
yosys,post_synth_num_cell_types,73,
yosys,post_synth_instance_area,3180,µm²
critical_path,cp_max_fo,8,
placed_design,post-dp-hpwl,7800,µm
finish,syn_to_final_growth,20.0,%
route,drt-wirelength-per-cell,15.8,µm
route,drt_pass1_iterations,5,
route,routed_wire_length,9830,µm
finish,final.fill_count,1064,
die,row_count,37,
final_timing,report.final.setup_viol,0,
yosys,netlist.top_cell.by_area,"ha_1",
yosys,yosys-top-cells-count,"ha_1 (62), inv_1 (55), nor2_1 (42)",
route,detail_route.vias_per_cell,5.45,
yosys,post_synth_inst_count,446,
final_timing,grt_setup_unrepaired,"no",
run,openroad.warnings,64,
min_path,timing.hold.worst_path_depth,4,
finish,drive_gt1_share,4.93,%
die,floorplan.die.width,105,µm
pwr,static-leakage-power,1.66,nW
run,max_cap_viol_count,0,
die,io-pin-count,56,
die,floorplan.die_area,11000,µm²
die,placeableCoreArea,10300,µm²
yosys,synth_warnings,1,
clocking,cts_hold_repair.buffers,0,
route,drc,0,
final_timing,worstMarginPinSlew,925,ps
yosys,synth.top_cell.area_share,24.4,%
cells in the final DEF, fill, tap and decap left out, types with 5 or more instances in the layout:
cell / synthesis / layout
a211oi_1: 14 / 14
a21o_1: 10 / 10
a21oi_1: 27 / 27
buf_4: 4 / 5
clkdlybuf4s50_1: 0 / 56
ha_1: 62 / 62
inv_1: 55 / 55
mux2i_1: 5 / 5
nand2_1: 21 / 21
nand2b_1: 7 / 7
nand3_1: 5 / 5
nor2_1: 42 / 42
nor3_1: 5 / 5
o21a_1: 7 / 7
o21ai_0: 41 / 41
xnor2_1: 12 / 12
xor2_1: 5 / 5
layout make-up:
type,instances,area [µm²],share of cell area [%]
multi-input cells,371,2840,74.4
repair buffers,61,598,15.7
inverters,55,206,5.41
well taps,136,170,4.46
worst max path at each step:
stage,to,startpoint,slack [ps]
4_1_cts,Z,B[0],960
5_1_grt,Z,A[3],710
6_report,Z,A[3],980
metal layers:
metal  global-route usage, %  wire, µm
met1                    26.3      4690
met5                       0         0
met3                   0.762       476
met4                    2.72       181
met2                    30.4      4480
power by group:
group	internal [W]	switching [W]	total, W
logic	0.000126	0.000145	0.000272
clock network	0	0	0
registers	0	0	0
per-stage QoR:
| stage | cells | instance area [µm²] | setup WS [ps] | utilization (%) | hold slack (ps) |
|---|---|---|---|---|---|
| final | 623 | 3810 | 978 | 37.1 | 4610 |
| after global routing | 623 | 3810 | 706 | 37.1 | 4690 |
| after CTS | 623 | 3810 | 961 | 37.1 | 4630 |
| after detailed placement | 623 | 3810 | 992 | 37.1 | 4620 |
| after global placement | 623 | 3810 | 1030 | 37.1 | 4630 |
| after floorplan | 446 | 3180 | 2470 | - | 3650 |
critical path, stage by stage:
cell	delay [ps]
clkdlybuf4s50_1	500
inv_1	70
ha_1	400
ha_1	410
nor3_1	60
a211oi_1	630
xor2_1	130
a21boi_0	240
o21ai_0	200
a2111oi_4	430
or4b_1	510
and4bb_1	310
clkdlybuf4s50_1	460
cells by family (layout without fill, tap and decap cells):
group | Yosys count | in the layout | synth area share (%)
compound gates | 162 | 162 | 35.9
mux | 6 | 6 | 2.28
fa+ha+maj | 66 | 66 | 26.9
buf+inv | 75 | 116 | 10.7
simple gates | 120 | 120 | 19.5
xor+xnor | 17 | 17 | 4.68
Power figures rest on the tool's default switching activity, not on a simulated workload.
