==> design/flow/constraint.sdc <==
current_design Mux8

set clk_period 1.0
set clk_io_pct 0.2

create_clock -name clk0 -period $clk_period

set non_clock_inputs [all_inputs -no_clocks]
set_input_delay [expr $clk_period * $clk_io_pct] -clock clk0 $non_clock_inputs
set_output_delay [expr $clk_period * $clk_io_pct] -clock clk0 [all_outputs]
==> design/flow/config.mk <==
export PLATFORM = sky130hd
export DESIGN_NAME = Mux8
export DESIGN_NICKNAME = Mux8
export VERILOG_FILES = /design/flow/design.v
export SDC_FILE = /design/flow/constraint.sdc
export NUM_CORES = 4
export LEC_CHECK = 1
export CORE_AREA = 10 10 70 70
export DIE_AREA = 0 0 80 80
==> design/flow/run.sh <==
#!/bin/bash
# OpenROAD 26Q1-2900-gdf79404cd8, Yosys 0.63+post, stock flow scripts
make -C /OpenROAD-flow-scripts/flow DESIGN_CONFIG=/design/flow/config.mk WORK_HOME=/design/flow/orfs finish
==> design/flow/design.v <==
module Mux8 #(parameter width=16) (
  input SEL,
  input [width-1:0] I0,
  input [width-1:0] I1,
  input [width-1:0] I2,
  input [width-1:0] I3,
  input [width-1:0] I4,
  input [width-1:0] I5,
  input [width-1:0] I6,
  input [width-1:0] I7,
  output [width-1:0] OUT
);
reg [width-1:0] out;
always @(*) begin
  case (SEL) 
    0: out <= I0;
    1: out <= I1;
    2: out <= I2;
    3: out <= I3;
    4: out <= I4;
    5: out <= I5;
    6: out <= I6;
    7: out <= I7;
  endcase
end
assign OUT = out;
endmodule
==> results_dict.tcl <==
# implementation run metrics
set metrics [dict create \
    total_power_mw 0.296 \
    drt-pass1-iter-count 2 \
    ys_warn_count 1 \
    cts_hold_buf 0 \
    synth_seq_share_pct 0 \
    crit_chain "buf_12, buf_16, mux2_4, buf_6" \
    area_delta_synth_final_pct 217 \
    finalMaxSlewViolations 0 \
    violations "negative setup slack" \
    worstPathRequired_ns 0.80 \
    drv_cap 0 \
    yosys_area_um2 249 \
    final-instance-count-excl-fill 113 \
    grt_pass1_wl_mm 2.17 \
    top_area_share_pct 60.3 \
    warnings 130 \
    slew_headroom_pct 95.2 \
    cpPeakStageDelay_ns 0.30 \
    grt_max_degree 9 \
    whs_ns 0.799 \
    clockBufferCount 0 \
    common_cells "mux2_4 (10), mux2_2 (6), buf_12 (1), buf_6 (1)" \
    coreArea_um2 3420 \
    finalCriticalPeriod_ns 1.06 \
    yosysMostFrequentCell "mux2_4" \
    seq_area_um2 0 \
    drt_iter0_markers 2 \
    critPathLaunchType "primary input" \
    leakage_nw 0.415 \
    place_congestion 0.814 \
    fmax_mhz 947 \
    ant_nets 0 \
    slowest_stage "mux2_4" \
    die_h_um 80 \
    syn_area_per_cell_um2 13.8 \
    setup_violations 16 \
    hp-class "in2out" \
    drt-total-wl_mm 1.44 \
    worst_slack_ns -0.0564 \
    max_slew.worst_pin.slew_ns 0.0722 \
    vias 377 \
    antenna_found_initial 0 \
    n_antenna_cell 0 \
    path_class "in2out" \
    hold_viol_final 0 \
    rows 21 \
    powerDensity_nw_per_um2 376 \
    io_pins 145 \
    period_used_pct 106 \
    rsz0062_at_grt "true" \
    grt_use_total_pct 4.20 \
    grt-ovfl-total 0 \
    chipArea_um2 6400 \
    status "finished, violations left" \
    top_area_cell "mux2_4" \
    vias_per_cell 3.34 \
    seq_cell_count 0 \
    top_cells_by_area "mux2_4 (60%), mux2_2 (27%), buf_12 (8.0%)" \
    final_layout_size_suffix_gt1_share_pct 52.2 \
    arrival_ns 0.86 \
    fp_util_pct 7.29 \
    synthesis.area_um2 249 \
    grt_pass1_vias 420 \
    post_cts_buffers 0 \
    drc 0 \
    ys_cells 18 \
    avgRoutedWirePerCell_um 12.7 \
    synthCells 18 \
    end_kind "output pin" \
    place_inst 112 \
    io_buffers 49 \
    yosysUniqueCellTypes 4 \
    worst-path-max-fanout 8 \
    ir_worst_vdd_uv 104 \
    chipWidth_um 80 \
]
## cell type report
| class | count | area [µm²] |
|---|---|---|
| repair buffers | 51 | 490 |
| fillers | 377 | 2630 |
| well taps | 46 | 57.6 |
| multi-input cells | 16 | 240 |
## layout by cell type, fill, tap and decap left out
cell,n
buf_12,2
buf_16,1
buf_2,6
buf_6,10
dlygate4sd2_1,32
mux2_4,16
## cell families (layout without fill, tap and decap cells)
group / Yosys count / count (layout) / share of synthesized area (%)
mux: 16 / 16 / 87.4
buf+inv: 2 / 51 / 12.6
## critical path, delay by kind of cell
family | cells | cell delay [ns]
multiplexers | 1 | 0.30
buffers and inverters | 3 | 0.36
## power by group
group / leakage, nW / switching [mW] / total (mW) / internal, mW
Clock: 0 / 0 / 0 / 0
Sequential: 0 / 0 / 0 / 0
Combinational: 0.415 / 0.0663 / 0.296 / 0.230
## worst paths after layout
check | startpoint | endpoint | cells past startpoint
worst min-delay path | I1[9] | OUT[9] | 3
worst max-delay path | SEL | OUT[8] | 4
## metrics by stage
stage | cell area, µm² | utilization, % | setup slack [ns] | TNS [ns]
after floorplan | 249 | - | 0.0725 | 0
after global placement | 786 | 23.0 | -0.837 | -13.04
after detailed placement | 786 | 23.0 | -0.849 | -13.03
after CTS | 751 | 22.0 | -0.0585 | -0.852
after global routing | 788 | 23.1 | -0.0750 | -1.08
final | 788 | 23.1 | -0.0564 | -0.826
## per-layer routing
metal,wire length (µm),share of wire [%],GRT usage [%],vias up
li1,-,-,-,168
met1,677,47,5.67,160
met2,375,26,4.98,49
met3,381,27,3.86,0
met4,0,0,0,0
met5,0,0,0,-
## repair_timing
| item | in CTS | in global routing |
|---|---|---|
| gates resized | 100 | 6 |
| pin swaps | 0 | 0 |
| endpoints found under the setup margin | 16 | 16 |
| gates cloned | 1 | 0 |
Power figures rest on the tool's default switching activity, not on a simulated workload.
