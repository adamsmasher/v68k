$ cat flow/run.sh
#!/bin/bash
# OpenROAD 26Q1-2900-gdf79404cd8, Yosys 0.63+post, stock flow scripts
make -C /OpenROAD-flow-scripts/flow DESIGN_CONFIG=/design/flow/config.mk WORK_HOME=/design/flow/orfs finish
$ cat flow/config.mk
export PLATFORM = sky130hd
export DESIGN_NAME = Register
export DESIGN_NICKNAME = Register
export VERILOG_FILES = /design/flow/design.v
export SDC_FILE = /design/flow/constraint.sdc
export NUM_CORES = 4
export LEC_CHECK = 1
export CORE_AREA = 10 10 96 96
export DIE_AREA = 0 0 106 106
$ cat flow/constraint.sdc
current_design Register

set clk_period 2.3
set clk_io_pct 0.2

create_clock -name clk0 -period $clk_period [get_ports {CLK}]

set non_clock_inputs [all_inputs -no_clocks]
set_input_delay [expr $clk_period * $clk_io_pct] -clock clk0 $non_clock_inputs
set_output_delay [expr $clk_period * $clk_io_pct] -clock clk0 [all_outputs]
$ cat flow/design.v
module Register #(parameter bits=32) (
  input CLK,
  input EN_A,
  input EN_B,
  input S,
  input [bits-1:0] D,
  output [bits-1:0] Q_A,
  output [bits-1:0] Q_B
);
reg [bits-1:0] contents;
always @(posedge CLK) begin
  if (EN_B && S) begin
    contents <= D;
  end
end
assign Q_A = EN_A ? contents : {bits{1'bz}};
assign Q_B = EN_B ? contents : {bits{1'bz}};
endmodule
==> run notes <==
Notes on the flow run.

- The flow ran to the end, and the final reports show no timing, DRC or antenna violations.
- After floorplanning, the core was sized to cover 7210 um2.
- The worst-case max-slew headroom was logged as 0.800.
- The largest incremental delay on the critical path is 490 ps, for reference.
- The maximum number of pins on one net before global-route repair is 25, for reference.
- Sorting the synthesized cells by area gives the leading types as edfxtp_1 (80%), buf_4 (20%), and2_1 (0.52%).
- The maximum clock path buffer count is 2, for reference.
- The final routed wirelength across all metal layers is 3560 um, for reference.
- The count of instances resized after the clock tree is built is 0, for reference.
- The wire length of the first global-routing pass is 5280 um, for reference.
- For this run, the total global-route usage over all layers was measured as 0.0610.
- Per Yosys stat, the portion of area used by sequential elements is 0.796.
- The path class of the lowest-slack min-delay path is input port to flip-flop, for reference.
- The flop and latch count out of synthesis is 32, for reference.
- The overall die width is 106 um, for reference.
- The type of element capturing the critical path is an output port, for reference.
- The number of warnings reported in the stage logs is 26.
- The synthesized design contains 32 enable-type register cells.
- The proportion of power drawn by the clock network is 0.295, for reference.
- The vias after detailed routing is 718, for reference.
- By count the netlist is led by buf_4 (32), edfxtp_1 (32), and2_1 (1).
- The type of the worst setup path is flip-flop to output port, for reference.
- Summed over all instances, the cell type with the most area after synthesis is edfxtp_1.
- The analysis attributes to net switching a power of 220 uW.
- The max-cap check violation count is 0, for reference.
- Post-CTS timing repair inserted 0 buffers for setup.
- The count of final max-slew check failures is 0, for reference.
- Per the CTS log, the root buffer master is clkbuf_8.
- STA classifies the critical path startpoint as a flip-flop.
- The number of rows in the core area is 31, for reference.
- The critical path's slowest cell is clkdlybuf4s50_1, for reference.
- The number of buffers and inverters on the critical path is 1.
- The post-CTS hold buffer count recorded in the log is 0.
- The routed layout reports a DRC error count of 0.
- The number of CTS-inserted buffers is 5, for reference.
- Looking at the cell usage after synthesis, the top flip-flop cell is edfxtp_1.
- The total die area is 11200 um2, for reference.
- The most flop-heavy register is contents, for reference.
- In the global route stage, met3 resource usage came out at 0.0391.
- The mean instance size in the synthesized netlist is 18.6 um2, for reference.
- The initial antenna violation count came to 0.
- The number of flip-flops in the largest register is 32, for reference.
- Per the final layout report, the fraction of cells sized above drive strength 1 comes to 0.0496.
- Among cell families on the critical path, the largest total delay comes from buffers and inverters.
- The actual transition at the worst max-transition pin is 299 ps, for reference.
- The via count normalized by instance count is 2.99, for reference.
- The synthesized netlist cell count is 65, for reference.
- The count of antenna diodes in the layout is 0, for reference.
- The layer flagged by global routing as most heavily used is met2.
- On met2, the global router reports a usage of 0.104.
- Excluding fillers, the count of instances in the completed layout stands at 240.
- The worst voltage drop across the vdd grid is 0.330 mV, for reference.
- According to the report, the first pass of detailed routing completed in 4 iterations.
- The number of top-level design ports is 100, for reference.
- The total congestion overflow after global routing is 0, for reference.
- The netlist area before placement is 1210 um2, for reference.
- The clock transition time at the flip-flop clock pins of the worst setup and hold paths is 60 ps, for reference.
- The worst path in the final design needs a cycle of 1590 ps, including I/O delays and setup.
- The total number of clock tree sinks is 32, for reference.
- The end-of-flow timing check tallies setup violations at 0.
- The share of flip-flops with an asynchronous set or reset after synthesis is 0, for reference.
- The die is 106 um tall.
- The script extracted a total leakage power of 0.000737 uW.
- The met1 global-route usage is 0.0645, for reference.
- Detailed placement reports a standard cell area of 2090 um2.
- The total placed cells including tap cells is 232, for reference.
- Per STA, the worst path is made up of clkdlybuf4s50_1.
- Per the synthesis report, the number of distinct cell types is 3.
- The layout filler cell count is 733, for reference.
- Max fanout on the critical path was recorded as 2.
- At the worst endpoint, the arrival time is 1130 ps.
- The number of global-route vias before repair is 850, for reference.
- The part of the total power dissipated in combinational logic is 0.153, for reference.
- The switching power share of the total is 0.171, for reference.
- Setup repair after global routing left no endpoint under its margin.
- The critical path in the final layout is reported with a setup slack of 710 ps.
- The number of buffers added on ports is 98, for reference.
- The starting density of the core is 0.167, for reference.
- The share of the clock period used by the worst path after layout is 0.691, for reference.
- Prior to clock tree synthesis, the placed netlist has a worst setup slack of 607 ps.
- Hold-check failures listed in the final report amount to 0.
- TritonCTS built the clock tree.
- Static timing analysis puts the maximum clock frequency at 0.629 GHz.
- For this run, the chip area from Yosys synthesis comes to 1210 um2.
- The number of warnings reported in the yosys synthesis log is 3, for reference.
- Of the post-synthesis cell area, the dominant cell type holds 0.796.
- The power report attributes to the sequential group a share of 0.552.
- For the final routed database, the setup TNS stands at 0 ps.
- The wire length per cell is 14.8 um, for reference.
- The deepest level of the CTS H-tree is 2, for reference.
- The layout stage reports a final design area of 2170 um2.
- The area growth from synthesis to layout is 79.5%, for reference.
- The count of instantiated cells in the yosys netlist is 65, for reference.
- Per the log, the first TritonRoute iteration ended with a DRC count of 14.
- The power density over the cells is 592 nW/um2, for reference.
- In the final layout, the registers with the most flip-flops are contents x32.
- The final weighted congestion recorded by global placement is 0.721.
- Per the post-route antenna check, the number of violating nets is 0.
- Cell internal power was estimated by the tool at 1060 uW.
- For the worst setup path, the data required time is 1840 ps.
per-stage QoR:
step / hold WS, ps / utilization / total power (uW)
after floorplan: 559 / - / 754
after global placement: 1020 / 0.289 / 924
after detailed placement: 1020 / 0.289 / 926
after CTS: 731 / 0.300 / 1310
after global routing: 725 / 0.300 / 1360
final: 743 / 0.300 / 1280
power groups by stage:
stage	logic (uW)	clock network (uW)	registers (uW)
4_1_cts	202	398	711
5_1_grt	212	429	715
6_report	196	378	709
placed cells by master, fill, tap and decap left out:
master            n
clkdlybuf4s50_1  98
edfxtp_1         32
clkbuf_8          5
clkbuf_1          2
buf_4             2
and2_1            1
clkinv_1          1
cells by family after synthesis:
kind of cell | after synthesis | synth area share
DFF | 32 | 0.796
and+or+nand+nor | 1 | 0.00518
buffers and inverters | 32 | 0.199
path summary, 6_finish.rpt:
check | from | to | slack [ps] | cells past startpoint
worst min-delay path | D[15] | contents[15]$_DFFE_PP_ | 740 | 1
worst max-delay path | contents[27]$_DFFE_PP_ | Q_B[27] | 710 | 1
area by class of cell:
cell class / instances / area, um2 / area share
timing repair buffer: 100 / 996 / 0.460
clock inverter: 1 / 3.75 / 0.00173
clock buffer: 7 / 76.3 / 0.0352
multi-input combinational: 1 / 6.26 / 0.00289
sequential: 32 / 961 / 0.443
tap: 99 / 124 / 0.0572
layer usage:
metal	part of all wire	wire, um
met2	0.51	1800
met3	0.14	514
met4	0	0
met5	0	0
met1	0.35	1240
Power and IR drop assume default switching activity.
